## /design/flow/config.mk

```make
export PLATFORM = sky130hd
export DESIGN_NAME = datapath
export DESIGN_NICKNAME = datapath
export VERILOG_FILES = /design/flow/design.v
export SDC_FILE = /design/flow/constraint.sdc
export NUM_CORES = 4
export LEC_CHECK = 1
export CORE_UTILIZATION = 50
export SYNTH_MEMORY_MAX_BITS = 65536
```

## /design/flow/constraint.sdc

```tcl
current_design datapath

set clk_period 4.3
set clk_io_pct 0.2

create_clock -name clk0 -period $clk_period [get_ports {clk}]

set non_clock_inputs [all_inputs -no_clocks]
set_input_delay [expr $clk_period * $clk_io_pct] -clock clk0 $non_clock_inputs
set_output_delay [expr $clk_period * $clk_io_pct] -clock clk0 [all_outputs]
```

## /design/flow/design.v

```verilog
module ALU #(parameter W=32) (input [W-1:0] a,b,input mode,
input[2:0]op,   
output reg [W-1:0]out,
output reg CO,N,V,Z);  
reg dummy;
always @(*)
begin
CO=0;V=0;    
	if(~mode) begin
	case(op)      
	0: begin {CO,out}=a+b; V=(a[W-1]~^b[W-1])&(a[W-1]^out[W-1]);end   
	1: begin {CO,out}=a+~b+1;  V=(a[W-1]^b[W-1])&(a[W-1]^out[W-1]);  end  
	2: out=a&b;  
	3: out=a|b;  
	4: out=a^b;  
	5: out=0;  
	endcase
	Z=out==0;   
	N=out[W-1];
	end
	else 
	case(op)
	0: out=a>>1;   
	1: out=a<<1;   
	2: out=a>>>1;    
	3: out=a<<<1;    
	4: begin out[W-1]=a[0]; {dummy,out[W-2:0]}=a>>1; end  
	5: begin out[0]=a[W-1]; {out[W-1:1],dummy}=a>>1; end  
	endcase
end
endmodule
module constant_value_generator #(parameter W=32, val=7) (output [W-1:0] out);
assign out= val;
endmodule
module controller(input clk,run,reset,Z,CO, input [1:0] op, input [3:0] funct,
 output PCReset,PCWrite,IRWrite,RegWrite,MemWrite, output reg AdrSrc,mode, output reg [1:0] ALUSrcA,ALUSrcB,RegSrc,ResultSrc, output reg [2:0] ALUControl,output [3:0] state);
reg[3:0] CS,NS;
reg zero,carry;
initial begin
ALUControl=0;
CS=0;
AdrSrc=0;
mode=0;
ALUSrcA=0;
ALUSrcB=0;
RegSrc=0;
ResultSrc=0;
end
always @(posedge clk)
begin
	if(reset)
		CS<=0;
	else if(CS==0)
		if(run)
			CS<=NS;
		else
			CS<=CS;
	else
		CS<=NS;
end
always @(*)
	case(CS)
	0: NS=1;
	1: if(op==0) NS=2; 
		else if(op==1) begin
			if(funct[3]) NS=9;
			else NS=4; end
		else if(op==2) NS=8;
	2: NS=3;
	3: NS=0;
	4: if(funct[3]) NS=5; else if(~funct[3]) NS=7;
	5: NS=6;
	6: NS=0;
	7: NS=0;
	8: NS=0;
	9: NS=0;
	endcase
assign PCReset=reset;
assign PCWrite=((CS==0)&run )|(CS==1)|(CS==8);
assign IRWrite=(CS==1);
assign RegWrite=(CS==3)|(CS==6)|((CS==8)&(funct[3:1]==1));
assign MemWrite=(CS==7);
assign state=CS;
always @(*)
	case(CS)
	0: if(run) begin AdrSrc=0; ALUSrcA=2'b01; ALUSrcB=2'b10; ResultSrc=2'b10; end
	1: begin ALUSrcA=2'b01; ALUSrcB=2'b10; ResultSrc=2'b10; end
	2: begin ALUSrcA=0; ALUSrcB=2'b00; ALUControl=funct[2:0]; mode=funct[3]; zero=Z; carry=CO; end
	3: begin ResultSrc=2'b00; end
	4: begin ALUSrcA=2'b10; ALUSrcB=2'b01; mode=0; ALUControl=3'b000; end
	5: begin ResultSrc=2'b00; AdrSrc=1; end
	6: begin ResultSrc=2'b01; end
	7: begin ResultSrc=2'b00; AdrSrc=1; end
	8: case(funct[3:1])
		0: begin ALUSrcA=2'b10; ALUSrcB=2'b01; ResultSrc=2'b10; end
		1: begin ALUSrcA=2'b10; ALUSrcB=2'b01; ResultSrc=2'b10; end
		2: begin ALUSrcA=2'b00; ALUSrcB=2'b01; ResultSrc=2'b10; end
		3: if(zero) begin ALUSrcA=2'b10; ALUSrcB=2'b01; ResultSrc=2'b10; end
		4: if(~zero) begin ALUSrcA=2'b10; ALUSrcB=2'b01; ResultSrc=2'b10; end
		5: if(carry) begin ALUSrcA=2'b10; ALUSrcB=2'b01; ResultSrc=2'b10; end
		6: if(~carry) begin ALUSrcA=2'b10; ALUSrcB=2'b01; ResultSrc=2'b10; end
		endcase 
	9: begin ALUSrcA=2'b10; ALUSrcB=2'b01; mode=0; ALUControl=3'b000; ResultSrc=2'b10; end
	endcase
endmodule
module datapath(
	clk,
	run,
	reset,
	ALU_out,
	DR_out,
	Instruction,
	memory_out,
	PC,
	RD1,
	RD2,
	result,
	SrcA,
	SrcB
);
input wire	clk;
input wire	run;
input wire	reset;
output wire	[7:0] ALU_out;
output wire	[16:0] DR_out;
output wire	[16:0] Instruction;
output wire	[16:0] memory_out;
output wire	[7:0] PC;
output wire	[7:0] RD1;
output wire	[7:0] RD2;
output wire	[7:0] result;
output wire	[7:0] SrcA;
output wire	[7:0] SrcB;
wire	AdrSrc;
wire	[2:0] ALUControl;
wire	[1:0] ALUSrcA;
wire	[1:0] ALUSrcB;
wire	CO;
wire	[16:0] datar;
wire	[16:0] instr;
wire	IRWrite;
wire	MemWrite;
wire	mode;
wire	PCReset;
wire	PCWrite;
wire	RegWrite;
wire	[7:0] res;
wire	[1:0] ResultSrc;
wire	vcc;
wire	[16:0] wdata;
wire	Z;
wire	[7:0] SYNTHESIZED_WIRE_15;
wire	[7:0] SYNTHESIZED_WIRE_1;
wire	[16:0] SYNTHESIZED_WIRE_16;
wire	[7:0] SYNTHESIZED_WIRE_3;
wire	[7:0] SYNTHESIZED_WIRE_4;
wire	[7:0] SYNTHESIZED_WIRE_5;
wire	[7:0] SYNTHESIZED_WIRE_6;
wire	[7:0] SYNTHESIZED_WIRE_7;
wire	[7:0] SYNTHESIZED_WIRE_17;
wire	[7:0] SYNTHESIZED_WIRE_9;
wire	[7:0] SYNTHESIZED_WIRE_10;
wire	[7:0] SYNTHESIZED_WIRE_14;
assign	ALU_out = SYNTHESIZED_WIRE_15;
assign	memory_out = SYNTHESIZED_WIRE_16;
assign	PC = SYNTHESIZED_WIRE_17;
assign	RD1 = SYNTHESIZED_WIRE_14;
assign	RD2 = SYNTHESIZED_WIRE_5;
assign	SrcA = SYNTHESIZED_WIRE_3;
assign	SrcB = SYNTHESIZED_WIRE_4;
reg2	b2v_Alu_buffer(
	.clk(clk),
	.WE(vcc),
	.data(SYNTHESIZED_WIRE_15),
	.RD(SYNTHESIZED_WIRE_10));
	defparam	b2v_Alu_buffer.W = 8;
mux4	b2v_b_mux(
	.a(wdata[7:0]),
	.b(instr[7:0]),
	.c(SYNTHESIZED_WIRE_1),
	.s(ALUSrcB),
	.y(SYNTHESIZED_WIRE_4));
	defparam	b2v_b_mux.W = 8;
reg2	b2v_DR(
	.clk(clk),
	.WE(vcc),
	.data(SYNTHESIZED_WIRE_16),
	.RD(datar));
	defparam	b2v_DR.W = 17;
constant_value_generator	b2v_four(
	.out(SYNTHESIZED_WIRE_1));
	defparam	b2v_four.val = 1;
	defparam	b2v_four.W = 8;
ALU	b2v_inst1(
	.mode(mode),
	.a(SYNTHESIZED_WIRE_3),
	.b(SYNTHESIZED_WIRE_4),
	.op(ALUControl),
	.CO(CO),
	.Z(Z),
	.out(SYNTHESIZED_WIRE_15));
	defparam	b2v_inst1.W = 8;
reg2	b2v_inst10(
	.clk(clk),
	.WE(vcc),
	.data(SYNTHESIZED_WIRE_5),
	.RD(wdata[7:0]));
	defparam	b2v_inst10.W = 8;
memory	b2v_inst12(
	.WE(MemWrite),
	.clk(clk),
	.ad(SYNTHESIZED_WIRE_6),
	.data(wdata),
	.RD(SYNTHESIZED_WIRE_16));
	defparam	b2v_inst12.C = 256;
	defparam	b2v_inst12.W = 17;
mux4	b2v_inst2(
	.a(SYNTHESIZED_WIRE_7),
	.b(SYNTHESIZED_WIRE_17),
	.c(SYNTHESIZED_WIRE_9),
	.s(ALUSrcA),
	.y(SYNTHESIZED_WIRE_3));
	defparam	b2v_inst2.W = 8;
mux4	b2v_inst3(
	.a(SYNTHESIZED_WIRE_10),
	.b(datar[7:0]),
	.c(SYNTHESIZED_WIRE_15),
	.s(ResultSrc),
	.y(res));
	defparam	b2v_inst3.W = 8;
constant_value_generator	b2v_inst4(
	.out(SYNTHESIZED_WIRE_9));
	defparam	b2v_inst4.val = 0;
	defparam	b2v_inst4.W = 8;
reg2	b2v_inst5(
	.clk(clk),
	.WE(IRWrite),
	.data(SYNTHESIZED_WIRE_16),
	.RD(instr));
	defparam	b2v_inst5.W = 17;
mux2	b2v_inst6(
	.s(AdrSrc),
	.a(SYNTHESIZED_WIRE_17),
	.b(res),
	.y(SYNTHESIZED_WIRE_6));
	defparam	b2v_inst6.W = 8;
controller	b2v_inst8(
	.clk(clk),
	.run(run),
	.reset(reset),
	.Z(Z),
	.CO(CO),
	.funct(instr[14:11]),
	.op(instr[16:15]),
	.PCReset(PCReset),
	.PCWrite(PCWrite),
	.IRWrite(IRWrite),
	.RegWrite(RegWrite),
	.MemWrite(MemWrite),
	.AdrSrc(AdrSrc),
	.mode(mode),
	.ALUControl(ALUControl),
	.ALUSrcA(ALUSrcA),
	.ALUSrcB(ALUSrcB),
	.ResultSrc(ResultSrc)
	);
reg2	b2v_inst9(
	.clk(clk),
	.WE(vcc),
	.data(SYNTHESIZED_WIRE_14),
	.RD(SYNTHESIZED_WIRE_7));
	defparam	b2v_inst9.W = 8;
reg2	b2v_Program_Counter(
	.clk(clk),
	.reset(PCReset),
	.WE(PCWrite),
	.data(res),
	.RD(SYNTHESIZED_WIRE_17));
	defparam	b2v_Program_Counter.W = 8;
register_file	b2v_reg_file(
	.clk(clk),
	.WE(RegWrite),
	.A1(instr[7:5]),
	.A2(instr[4:2]),
	.A3(instr[10:8]),
	.data(res),
	.PC(res),
	.RD1(SYNTHESIZED_WIRE_14),
	.RD2(SYNTHESIZED_WIRE_5));
	defparam	b2v_reg_file.W = 8;
assign	DR_out = datar;
assign	Instruction = instr;
assign	result = res;
assign	vcc = 1;
endmodule
module memory #(parameter C=256, W=32) (input [W-1:0] data,input [7:0] ad,input WE,clk, output reg [W-1:0] RD);
reg [W-1:0] mem [C-1:0];
initial begin
mem[8'h00]=17'b00010101000000000;
mem[8'h01]=17'b01110000100001100;
mem[8'h02]=17'b01110000100001100;
mem[8'h03]=17'b01110000100001110;
mem[8'h04]=17'b00000001000101000;
mem[8'h05]=17'b01110000100001110;
mem[8'h06]=17'b00000001000101000;
mem[8'h07]=17'b01110000100001111;
mem[8'h08]=17'b00000001000101000;
mem[8'h09]=17'b01110000100010000;
mem[8'h0A]=17'b00000001000101000;
mem[8'h0B]=17'b01000001000010001;
mem[8'h0C]=17'b00000000000000011;
mem[8'h0D]=17'b00000000000000111;
mem[8'h0E]=17'b00000000000001001;
mem[8'h0F]=17'b00000000000000001;
mem[8'h10]=17'b00000000000001110;
end
always @(posedge clk)
	if(WE)
		mem[ad]<=data;
always @(*)
	RD=mem[ad];
endmodule
module mux2 #(parameter W=2) (input [W-1:0]a,b,input s, output [W-1:0] y);
assign y=s ? b : a;
endmodule
module mux4 #(parameter W=32) (input [W-1:0]a,b,c,d, input [1:0] s, output reg [W-1:0] y);
always @(*)
	case(s)
	0: y=a;
	1: y=b;
	2: y=c;
	3: y=d;
	endcase
endmodule
module reg2 #(parameter W=32) (input clk,reset,WE,input [W-1:0] data,
output reg [W-1:0] RD);
reg [W-1:0] R;
initial R=0;
always @(posedge clk)
begin
	if(reset) R<=0;    
	else if(WE) R<=data;   
end
always @(*)
	RD=R;
endmodule	
module register_file #(parameter W=8) (input clk,reset,WE,input [2:0] A1,A2,A3,input [W-1:0] data,PC,output reg [W-1:0] RD1,RD2);
reg [W-1:0] R0,R1,R2,R3,R4,R5,R6,R7;
initial begin
R0=32'hA1;
R1=32'h98;
R2=32'h32;
R3=32'h7D;
R4=32'h45;
R5=0;
R6=32'h78;
end
always@(*)
begin
	case(A1)
	0: RD1=R0;
	1: RD1=R1;
	2: RD1=R2;
	3: RD1=R3;
	4: RD1=R4;
	5: RD1=R5;
	6: RD1=R6;
	7: RD1=R7;
	endcase
	case(A2)
	0: RD2=R0;
	1: RD2=R1;
	2: RD2=R2;
	3: RD2=R3;
	4: RD2=R4;
	5: RD2=R5;
	6: RD2=R6;
	7: RD2=R7;
	endcase
end
always@(posedge clk)
begin
	if(WE)
		case(A3)
		0: R0<=data;
		1: R1<=data;
		2: R2<=data;
		3: R3<=data;
		4: R4<=data;
		5: R5<=data;
		6: R6<=data;
		endcase
	R7<=PC;
end
endmodule
```

## /design/flow/run.sh

```bash
#!/bin/bash
# OpenROAD 26Q1-2900-gdf79404cd8, Yosys 0.63+post, stock flow scripts
make -C /OpenROAD-flow-scripts/flow DESIGN_CONFIG=/design/flow/config.mk WORK_HOME=/design/flow/orfs finish
```

==> qor.csv <==
metric,value,unit
crit_chain,inv_1 > nor2_1 > ha_1 > nand3_1 > xor2_1 > nor3_2 > mux2i_4 > nand3_4 > a2111oi_1 > clkdlybuf4s50_1,
ys_dominant_reg_cell,edfxtp_1,
insertion_delay,0.28,ns
ant_nets,0,
grt-busiest-layer,met1,
overflow,0,
ctsResizeCount,0,
cts_tree,yes,
p_leak,1.386,nW
powerDensity,214.3,mW/mm^2
clk_pin_slew,0.07,ns
syn_area_per_cell,8.721,sq um
grt_pass1_wl,10260,um
power.total,0.0007381,W
ctsHtreeMaxLevel,2,
die-area,0.006081,sq mm
drt_iter0_drc,122,
slowest_stage,clkdlybuf4s50_1,
postCtsHoldBufs,0,
grt_pass1_vias,2041,
rsz0062_at_grt,false,
cts_buffers,5,
maxSlewHeadroom,0.5209,
tightest_slew,0.7181,ns
dr.pass1.iters,4,
fin_worst_skew,0.003397,ns
tns,0,ns
fin_crit,3.962,ns
setup_viol_count_final,0,
logic_area,0.001529,sq mm
seqCellArea,0.001062,sq mm
grt.total_usage,0.2222,
finalHoldViolCount,0,
antenna_found_initial,0,
netlist-cell-type-count,61,
critical_path_class,register to output port,
rows,27,
yosysWarnings,86,
layout-drive-gt1-share,0.06853,
yosys_cells,331,
viasPerCell,5.062,
fillCellCount,488,
port_buffers,63,
drv_slew,0,
ioPinCount,110,
vdd_ir_drop_max,0.0001221,V
untimed_endpoints,9,
initCoreUtil,0.5210,
end_kind,output port,
core_area,0.005540,sq mm
cts_root_buf,clkbuf_8,
drt_wl_total,6312,um
synthArstFlopShare,0,
wire_per_inst,13.55,um
antennaDiodeCount,0,
drc,0,
startpoint_type,register,
worstPathRequired,3.44,ns
yosysChipArea,0.002887,sq mm
synth_cells,331,
outcome,completed,
hold_ws,0.5975,ns
max_cap_violations,0,
fmax,0.2524,GHz
grt.met3_usage,0.05974,
edf_count,24,
cts.path.max_buffers,2,
cp_data_arrival_time,3.10,ns
syn_to_final_growth,19.33,%
path_max_fanout,16,
r2r_start,b2v_Program_Counter.R[1]$_SDFFE_PP0P_,
period_used_share,0.9214,
die_y,77.98,um
min_from,b2v_Program_Counter.R[7]$_SDFFE_PP0P_,
hpwl,4681,um
grt_max_degree,19,
post_cts_buffers,0,
use_met1,0.3428,
startpoint,b2v_Program_Counter.R[1]$_SDFFE_PP0P_,
unclocked_pins,8,
ys.flops,43,
synthesis.area,0.002887,sq mm
vias,2359,
warnings,27,
max_stage_delay,0.52,ns
die_width,77.98,um
hold_path_class,register to register,
met2_usage,0.3345,
gp_congestion,0.8639,
## cell families after synthesis
| group | synth area share |
|---|---|
| other cells | 0.001299 |
| mux | 0.03294 |
| buf+inv | 0.1890 |
| xor+xnor | 0.02731 |
| compound gates | 0.1231 |
| simple gates | 0.2544 |
| fa+ha+maj | 0.004334 |
| latches | 0.04161 |
| flops | 0.3260 |
## cell usage in the layout (no fill, tap or decap), types with 5 or more instances in the layout
cell type        netlist  final
mux2i_1                5      5
a21oi_1               15     15
nand3_1               10     10
nor3_1                15     15
clkbuf_8               0      5
xor2_1                 7      7
dfxtp_1               11     10
edfxtp_1              24     24
clkdlybuf4s50_1        0     63
nor2b_1                5      5
nor2_1                37     37
dlxtn_1                8      8
nand2_1               30     30
conb_1                 1     65
nor4_1                 6      6
o21ai_0                7      7
and2_1                12     12
inv_1                  6      6
## cell usage after synthesis, types with 3 or more instances
cell / n / share of area
nand3_1: 10 / 0.017
dfxtp_1: 11 / 0.076
mux2i_1: 5 / 0.017
nor3_1: 15 / 0.026
and3_1: 3 / 0.0065
inv_1: 6 / 0.0078
nor4_1: 6 / 0.013
nor4_2: 3 / 0.013
xor2_1: 7 / 0.021
o21ai_0: 7 / 0.012
a31oi_1: 3 / 0.0065
a21oi_1: 15 / 0.026
edfxtp_1: 24 / 0.25
o21a_1: 3 / 0.0078
buf_4: 59 / 0.15
nor2_1: 37 / 0.048
nand2b_1: 4 / 0.0087
nor2b_1: 5 / 0.011
nand2_1: 30 / 0.039
clkbuf_1: 7 / 0.0091
and2_1: 12 / 0.026
dlxtn_1: 8 / 0.042
buf_2: 6 / 0.010
## through the flow
stage,utilization,std cells,setup slack (ns),cell area [sq um]
detailed placement,0.6055,458,0.4558,3354
floorplan,-,395,1.336,3127
finish,0.6217,466,0.3379,3445
global route,0.6217,466,0.07439,3445
global placement,0.6055,458,0.5780,3354
CTS,0.6199,466,0.09973,3435
## sequential cells by signal, summed over array words and instances, names as in the netlist
register and count:
b2v_inst8.ALUSrcB 1, b2v_inst12.mem 16, b2v_inst8.AdrSrc 1, b2v_inst8.CS 3, b2v_inst8.ResultSrc 2, b2v_inst8.NS 3
b2v_reg_file.R0 8, b2v_inst8.ALUSrcA 1, b2v_Program_Counter.R 8
## power by group
group,leakage [nW],internal (W),switching (W)
clock network,0.0403,0.000110,0.000115
registers,0.362,0.000369,0.00000947
logic,0.983,0.0000727,0.0000614
total,1.39,0.000552,0.000186
## worst max-delay path, delay by kind of cell, from the launching register on
kind	cells	cell delay (ns)
AND-OR/OR-AND	1	0.31
XOR/XNOR	1	0.25
AND/OR/NAND/NOR	4	0.59
flip-flops	1	0.44
adder cells (fa/ha/maj)	1	0.30
buffers and inverters	2	0.65
multiplexers	1	0.26
## path summary, 6_finish.rpt
path                                                               to  slack (ns)  cells past startpoint
worst min-delay path            b2v_Program_Counter.R[7]$_SDFFE_PP0P_        0.60                      2
worst min register to register  b2v_Program_Counter.R[7]$_SDFFE_PP0P_        0.60                      2
worst max register to register        b2v_inst12.mem[12][0]$_DFFE_PP_        1.43                     10
worst max-delay path                                    memory_out[9]        0.34                     10
## area by class of cell
| cell class | count | share of cell area |
|---|---|---|
| clock buffers | 6 | 0.02107 |
| clock inverters | 2 | 0.002179 |
| inverters | 6 | 0.006538 |
| multi-input cells | 270 | 0.4439 |
| flip-flops and latches | 43 | 0.3084 |
| well taps | 72 | 0.02615 |
| repair buffers | 67 | 0.1918 |
## metal layers
metal / vias to the layer above / wire length (um)
li1: 1155 / -
met3: 10 / 505
met2: 110 / 2770
met5: - / 0
met4: 0 / 102
met1: 1084 / 2933
Power figures rest on the tool's default switching activity, not on a simulated workload.
